File: config.mk
export PLATFORM = sky130hd
export DESIGN_NAME = oh_regfile
export DESIGN_NICKNAME = oh_regfile
export VERILOG_FILES = /design/flow/design.v
export SDC_FILE = /design/flow/constraint.sdc
export NUM_CORES = 4
export LEC_CHECK = 1
export CORE_UTILIZATION = 30
File: constraint.sdc
current_design oh_regfile

set clk_period 3.6
set clk_io_pct 0.2

create_clock -name clk0 -period $clk_period [get_ports {clk}]

set non_clock_inputs [all_inputs -no_clocks]
set_input_delay [expr $clk_period * $clk_io_pct] -clock clk0 $non_clock_inputs
set_output_delay [expr $clk_period * $clk_io_pct] -clock clk0 [all_outputs]
File: design.v
module oh_mux
  #(parameter N   = 32,         
    parameter M   = 2,          
    parameter SYN  = "TRUE",     
    parameter TYPE = "DEFAULT"   
    )
   (
    input [M-1:0]   sel,  
    input [M*N-1:0] in,   
    output [N-1:0]  out   
    );
   generate
      if(SYN == "TRUE") begin
	 reg [N-1:0]     mux;
	 integer 	 i;
	 always @*
	   begin
	      mux[N-1:0] = 'b0;
	      for(i=0;i<M;i=i+1)
		mux[N-1:0] = mux[N-1:0] | {(N){sel[i]}} & in[((i+1)*N-1)-:N];
	   end
	 assign out[N-1:0] = mux[N-1:0];
      end
      else begin
	 asic_mux #(.TYPE(TYPE),
		    .N(N))
	 asic_mux(.out	(out),
		  .sel  (sel[N-1:0]),
		  .in	(in[N-1:0]));
      end
   endgenerate
endmodule
module oh_regfile
  # (parameter REGS  = 8,           
     parameter RW    = 16,          
     parameter RP    = 5,           
     parameter WP    = 3,           
     parameter RAW   = $clog2(REGS) 
     )
   ( 
    input 	       clk,
    input [WP-1:0]     wr_valid,  
    input [WP*RAW-1:0] wr_addr,  
    input [WP*RW-1:0]  wr_data,  
    input [RP-1:0]     rd_valid,  
    input [RP*RAW-1:0] rd_addr,  
    output [RP*RW-1:0] rd_data  
    );
   reg [RW-1:0]        mem[0:REGS-1];
   wire [WP-1:0]       write_en [0:REGS-1];
   wire [RW-1:0]       datamux [0:REGS-1];
   genvar 	       i,j;
   for(i=0;i<REGS;i=i+1)
     begin: gen_regwrite
	for(j=0;j<WP;j=j+1)
	  begin: gen_wp
	     assign write_en[i][j] = wr_valid[j] & (wr_addr[j*RAW+:RAW] == i);
	  end
     end
   for(i=0;i<REGS;i=i+1)
     begin: gen_wrmux
	oh_mux #(.N(RW), .M(WP))
	iwrmux(.out (datamux[i][RW-1:0]),
	       .sel (write_en[i][WP-1:0]),
	       .in  (wr_data[WP*RW-1:0]));
     end
   for(i=0;i<REGS;i=i+1)
     begin: gen_reg
	always @ (posedge clk)
	  if (|write_en[i][WP-1:0])
	    mem[i] <= datamux[i];
end
   for (i=0;i<RP;i=i+1) begin: gen_rdport
      assign rd_data[i*RW+:RW] = {(RW){rd_valid[i]}} &
				mem[rd_addr[i*RAW+:RAW]];
   end
endmodule  
File: run.sh
#!/bin/bash
# OpenROAD 26Q1-2900-gdf79404cd8, Yosys 0.63+post, stock flow scripts
make -C /OpenROAD-flow-scripts/flow DESIGN_CONFIG=/design/flow/config.mk WORK_HOME=/design/flow/orfs finish
==> notes.md <==
Implementation status.

- For this run, design rule violations remaining after detail routing come to 0.
- Nets still carrying antenna violations after routing amount to 0.
- The number of warnings issued by yosys is 4.
- The floorplan step set the die height to 202.6 um.
- Of the available clock period, the critical path in the final layout requires 0.9717.
- The starting DRC count in detailed routing is 2024.
- The data arrival time reported for the critical path is 2780 ps.
- The TritonCTS clock tree is yes.
- Total power normalized to cell area comes to 341.1 nW/um^2.
- Walking the worst path, the cells encountered are clkdlybuf4s50_1 -> buf_4 -> buf_4 -> nor2b_1 -> a22oi_1 -> o22ai_1 -> o221a_2 -> clkdlybuf4s50_1.
- The met1 routing resource usage after global routing is 0.3906.
- Dividing the detail-routed via count by the number of cells gives 6.262.
- The worst-case setup margin in the final layout is 101.9 ps.
- Of the total power, the clock network draws 0.332.
- The timing report shows that the slowest cell on the worst path is sky130_fd_sc_hd__clkdlybuf4s50_1.
- The power dissipated by switching net loads is 0.001613 W.
- The post-synth area from yosys stat is 12070 sq um.
- At the end of routability-driven placement, the weighted congestion stood at 1.044.
- The met3 capacity usage during global routing is 0.08332.
- Relative to the synthesized area, the layout overhead comes to 23.73%.
- The global-route usage over all layers is 0.2645.
- In this run the cell area of the synthesized design comes to 12070 sq um.
- The flow ran to the end, and the final reports show no timing, DRC or antenna violations.
- The number of antenna diodes in the final layout is 0.
- The distinct cell type count after synthesis is 53.
- OpenROAD emitted warnings numbering 25.
- The post-synthesis area per instance is 9.095 sq um.
- The number of clock sinks is 128.
- The registers reported with the highest flop counts are mem: 128 flops.
- Endpoints failing hold in the final report were tallied at 0.
- Per the finish-stage timing summary, setup violations number 0.
- For this configuration, the core starts out at a cell density of 0.3038.
- The flip-flop count of the largest register, all copies and words added is 128.
- The floorplan step defined a die boundary enclosing 41040 sq um.
- The area share of xor/xnor cells in the synthesized design is 0.
- The H-tree was split into 4 levels.
- The register share after synthesis is 0.3185.
- Of the combinational cells, the family taking the most area is AND-OR/OR-AND gates.
- The post-CTS hold buffer count recorded in the log is 0.
- In this build the clock could be raised as far as 0.2859 GHz.
- The global-route track usage on met2 is 0.3865.
- The cell type group with the largest total delay on the critical path is buffers and inverters.
- The initial antenna violation count is 1.
- The die boundary width is 202.6 um.
- Yosys reports the multiplexer fraction of the synthesized area as 0.1309.
- The global-route wire length before repair is 78700 um.
- The maximum resistive drop on vdd is 0.3142 mV.
- The category of the worst setup path capture point is an output port.
- The share of total power dissipated in sequential elements is 0.403.
- The launching element type of the critical path is an input pin.
- Tracing the worst setup path back leads to its startpoint at rd_addr[0].
- The total wire length is 54020 um.
- The layer with the highest usage after global routing is met1.
- STA puts the critical path data required time at 2880 ps.
- The worst-case clock buffer depth is 2.
- At the pin with the least slew margin, the transition time is 907.2 ps.
- The leakage power figure is 5.702 nW.
- The sum of buffers and inverters on the critical path is 4.
- Once the clock tree was built, the setup fixing pass inserted 0 buffers.
- STA lists the startpoint of the worst hold path as wr_data[20].
- Of the total synthesized cell area, the portion taken by AND-OR and OR-AND cells is 0.2977.
- Per the synthesis report, the simple-gate share of the synthesized area is 0.1367.
- The fraction of layout instances using a drive strength above 1 is 0.1868.
- For this design, Yosys synthesis ends with a cell count of 1327.
- The global route stage reports its total congestion overflow as 0.
- The post-route minimum period is 3498 ps.
- The longest incremental delay of any stage on the critical path is reported as 490 ps.
- The tally of buffers added on design ports is 160.
- mem holds more flip-flops than any other register.
- The setup TNS is 0 ps.
- The worst hold path belongs to the class input pin to register.
- The internal power of the cells totals 0.003481 W.
- In this run the maximum-capacitance check reported violations numbering 0.
- The number of I/O pins is 161.
- The final-layout fill cell count is 3861.
- Setup repair after global routing left no endpoint under its margin.
- The final instance area is 14930 sq um.
- The area fraction in full adders, half adders and majority gates is 0.
- In the synthesized netlist, the number of instances is 1327.
- The largest net degree at the start of global routing is 41.
- The detailed router placed 12474 vias in this run.
- In this run the tightest slew margin relative to its limit is 0.3945.
- The share of total power dissipated in combinational logic is 0.265.
- The detailed-placement wirelength estimate is 42460 um.
- Pins over their slew limit in the final report were tallied at 0.
- The total iterations of the first detailed-routing run is 14.
- The switching part of the total power is 0.3166.
- The number of storage elements in the synthesis netlist is 128.
- The via count of the first global-routing pass came to 11706.
- For reference, the clock transition at the flip-flops on the worst setup and hold paths is 60 ps.
- The library cell used as clock root buffer is sky130_fd_sc_hd__clkbuf_16.
- The standard cell area after detailed placement is 14330 sq um.
- The site row count is 73.
- The total clock buffers created by CTS is 17.
- Logged for this run, the post-placement worst setup slack is 25.56 ps.
- The core box area is 39730 sq um.
- Dividing the detail-routed wire length by the instance count gives 27.12 um.
- The critical path maximum fanout is 8.
- The setup path with the least slack is of type input pin to output port.
[layer usage]
| layer | up-vias | routed length [um] |
|---|---|---|
| met2 | 914 | 23160 |
| met1 | 5952 | 22790 |
| li1 | 5493 | - |
| met3 | 113 | 6519 |
| met4 | 2 | 1537 |
| met5 | - | 14 |
[synthesized netlist by cell type (all sizes together)]
master | instances | area, sq um
clkbuf | 41 | 155.1
a41oi | 13 | 113.9
mux4 | 4 | 90.09
o221ai | 1 | 8.760
o221a | 13 | 146.4
a22oi | 11 | 82.58
mux2i | 51 | 510.5
a22o | 1 | 8.760
and2 | 5 | 31.28
and2b | 1 | 7.510
edfxtp | 128 | 3844
nor2 | 47 | 214.0
nor3 | 8 | 76.33
a221oi | 31 | 271.5
o22ai | 16 | 100.1
a21o | 1 | 7.510
o21ai | 117 | 585.6
buf | 119 | 728.2
a221o | 4 | 40.04
o21bai | 1 | 7.510
a222oi | 144 | 1441
nor2b | 20 | 125.1
mux2 | 87 | 979.7
o31a | 1 | 8.760
a21oi | 61 | 305.3
a211oi | 2 | 15.01
a31oi | 9 | 56.30
or3 | 12 | 75.07
a32oi | 38 | 332.8
nand2 | 71 | 269.0
inv | 138 | 518.0
nand2b | 61 | 389.1
nor3b | 26 | 195.2
and3 | 2 | 12.51
nand3 | 4 | 20.02
o2bb2ai | 2 | 17.52
a311oi | 2 | 17.52
a2bb2oi | 3 | 26.28
nand3b | 29 | 217.7
and3b | 2 | 17.52
[path summary, 6_finish.rpt]
check	depth (start not counted)	to	slack (ps)
worst max-delay path	8	rd_data[12]	100
worst min-delay path	3	mem[1][4]	1180
[kinds of logic (layout without fill, tap and decap cells)]
family | count (synthesis) | count (layout)
AND-OR/OR-AND | 471 | 471
buffers and inverters | 298 | 438
AND/OR/NAND/NOR | 288 | 288
multiplexers | 142 | 142
flip-flops | 128 | 128
[power by group through the flow]
stage	registers (W)	logic [W]	clock network (W)
final	0.00205	0.00135	0.00169
after global routing	0.00206	0.00145	0.00178
after CTS	0.00203	0.00133	0.00172
[area by class of cell]
type / count / area (sq um) / area share
clock buffer: 17 / 425.4 / 0.02849
tap: 525 / 656.9 / 0.04399
clock inverter: 15 / 162.7 / 0.01089
multi-input combinational: 901 / 6839 / 0.4580
sequential: 128 / 3844 / 0.2574
inverter: 138 / 518.0 / 0.03469
timing repair buffer: 268 / 2487 / 0.1666
[tightest hold or removal path: cells and delay by family]
kind	cells	cell delay (ps)
compound gates	1	110
buf+inv	2	680
[through the flow]
step	utilization	hold WS [ps]	total power, W	std cells
after global placement	0.3606	1584	0.003386	1960
after CTS	0.3754	1164	0.005081	1992
final	0.3758	1181	0.005093	1992
after floorplan	-	1151	0.002679	1327
after detailed placement	0.3606	1609	0.003389	1960
after global routing	0.3758	1199	0.005287	1992
[what timing repair did]
| item | 4_1_cts | 5_1_grt |
|---|---|---|
| endpoints found under the hold margin | 0 | 0 |
| endpoints found under the setup margin | 0 | 24 |
| resized | 0 | 5 |
[cells in the final DEF, fill, tap and decap left out, drive strengths merged, types with 7 or more instances in the layout]
master / Yosys / routed
nand3b: 29 / 29
a222oi: 144 / 144
nor3b: 26 / 26
a31oi: 9 / 9
nor2b: 20 / 20
mux2i: 51 / 51
inv: 138 / 141
o22ai: 16 / 16
mux2: 87 / 87
nor2: 47 / 47
nor3: 8 / 8
a221oi: 31 / 31
a41oi: 13 / 13
clkinv: 0 / 7
a32oi: 38 / 38
edfxtp: 128 / 128
buf: 119 / 116
clkdlybuf4s50: 0 / 151
o221a: 13 / 13
nand2b: 61 / 61
nand2: 71 / 71
a22oi: 11 / 11
a21oi: 61 / 61
o21ai: 117 / 117
clkbuf: 41 / 17
or3: 12 / 12
Power and IR drop assume default switching activity.
