File: run.sh
#!/bin/bash
# OpenROAD 26Q1-2900-gdf79404cd8, Yosys 0.63+post, stock flow scripts
make -C /OpenROAD-flow-scripts/flow DESIGN_CONFIG=/design/flow/config.mk WORK_HOME=/design/flow/orfs finish
File: config.mk
export PLATFORM = sky130hd
export DESIGN_NAME = oh_ram
export DESIGN_NICKNAME = oh_ram
export VERILOG_FILES = /design/flow/design.v
export SDC_FILE = /design/flow/constraint.sdc
export NUM_CORES = 4
export LEC_CHECK = 1
export CORE_UTILIZATION = 50
File: constraint.sdc
current_design oh_ram

set clk_period 5.5
set clk_io_pct 0.2

create_clock -name clk0 -period $clk_period [get_ports {clk}]

set non_clock_inputs [all_inputs -no_clocks]
set_input_delay [expr $clk_period * $clk_io_pct] -clock clk0 $non_clock_inputs
set_output_delay [expr $clk_period * $clk_io_pct] -clock clk0 [all_outputs]
File: design.v
module oh_ram
  #(parameter N       = 32,            
    parameter DEPTH   = 32,            
    parameter REG     = 1,             
    parameter SYN     = "TRUE",        
    parameter TYPE    = "DEFAULT",     
    parameter SHAPE   = "SQUARE",      
    parameter AW      = $clog2(DEPTH)  
    )
   ( 
    input 	   clk,  
    input 	   en,  
    input [N-1:0]  wem,  
    input [AW-1:0] addr, 
    input [N-1:0]  din,  
    output [N-1:0] dout, 
    input 	   bist_en,  
    input 	   bist_we,  
    input [N-1:0]  bist_wem,  
    input [AW-1:0] bist_addr,  
    input [N-1:0]  bist_din,  
    input 	   shutdown,  
    input 	   vss,  
    input 	   vdd,  
    input 	   vddio,  
    input [7:0]    memconfig,  
    input [7:0]    memrepair  
    );
   generate
      if(SYN == "TRUE") begin: rtl
	 reg [N-1:0] 	   ram    [0:DEPTH-1];
	 wire [N-1:0] 	   rdata;
	 integer 	   i;
	 always @(posedge clk)
	   for (i=0;i<N;i=i+1)
	     if (en & wem[i])
               ram[addr[AW-1:0]][i] <= din[i];
	 assign rdata[N-1:0] = ram[addr[AW-1:0]];
	 reg [N-1:0] 	     rd_reg;
	 always @ (posedge clk)
	   if(en)
	     rd_reg[N-1:0] <= rdata[N-1:0];
	 assign dout[N-1:0] = (REG==1) ? rd_reg[N-1:0] : rdata[N-1:0];
      end  
      else begin: hard
	 asic_memory_sp #(.N(N),
			  .DEPTH(DEPTH),
			  .SHAPE(SHAPE),
			  .REG(REG))
	 asic_memory_sp ();
      end  
   endgenerate
endmodule  
==> impl_metrics.json <==
{
  "outcome": "completed",
  "fp_util_pct": 50.6,
  "row_count": 109,
  "swShare_pct": 21.1,
  "sequentialPowerShare_pct": 53.2,
  "dp_hpwl_um": 63300,
  "tightest_slew_ns": 1.03,
  "warnings": 120,
  "worstReg2RegStart": "rtl.ram[31][26]",
  "ys_types": 26,
  "antenna_found_initial": 1,
  "postLayoutCellArea_um2": 50300,
  "place_congestion": 0.824,
  "required_ns": 5.89,
  "top_level_ports": 194,
  "cp-start-kind": "input pin",
  "simple_gate_share_pct": 10.9,
  "hold_start": "rtl.ram[7][9]",
  "drc_errors": 0,
  "drt_iter0_drc": 2059,
  "final_common_cell": "edfxtp_1",
  "clkPwrFrac_pct": 41.3,
  "drive_gt1_share_pct": 9.27,
  "postCtsHoldBufs": 0,
  "holdPathEnd": "rtl.rd_reg[9]",
  "die_y_um": 301,
  "p_leak_nw": 17.3,
  "pre_cts_ws_ns": 1.04,
  "peakVddDrop_mv": 0.245,
  "htreeDepth": 3,
  "r2r.worst_path.cells": 4,
  "instances_no_fill": 4630,
  "ys_sh_aoi_pct": 3.57,
  "cts_sinks": 1056,
  "drt_first_pass_iters": 22,
  "synth_flop_count": 1056,
  "grt_max_degree": 104,
  "core-area_um2": 88500,
  "largest_reg_flops": 1024,
  "r2r-end": "rtl.rd_reg[26]",
  "cp-end-kind": "register",
  "final_max_slew_viol_count": 0,
  "grt_pass1_vias": 26816,
  "die_x_um": 301,
  "ys_area_um2": 44800,
  "crit_family": "buffers and inverters",
  "setup_viol": 0,
  "grt_pass1_wl_um": 167000,
  "tns_ns": 0,
  "vias": 26892,
  "maxCapViolCount": 0,
  "cp_max_fo": 57,
  "avgSynthCellArea_um2": 13.3,
  "p_switching_mw": 3.56,
  "finalWorstSetupSlack_ns": 1.72,
  "netlist_instances": 3359,
  "hold_path_class": "reg2reg",
  "rsz0062_at_grt": "false",
  "synthXorXnorAreaFrac_pct": 0,
  "critPathMostFrequentCell": "buf_4",
  "finalCritPeriodShare_pct": 68.7,
  "clk_pin_slew_ns": 0.06,
  "cts.path.max_buffers": 3,
  "post_drt_via_cell_ratio": 5.81,
  "ctsResizeCount": 0,
  "cp_slowest_cell": "buf_4",
  "overflow": 0,
  "drtAntennaViolNets": 0,
  "cts_tree": "done",
  "crit_chain": "buf_8, buf_4, buf_4, mux2i_1, o22ai_1, nor4_1, nand2_1",
  "drt_wl_total_um": 115000,
  "p_int_mw": 13.3,
  "io_buffers": 102,
  "p_per_area_nw_per_um2": 335,
  "place_area_um2": 47000,
  "critPathKind": "in2reg",
  "wl_per_cell_um": 24.8,
  "synthAdderAreaFrac_pct": 0,
  "synth_warnings": 1,
  "mux_share_pct": 11.4,
  "synth_area_um2": 44800,
  "numCtsBuffers": 109,
  "slew_headroom_pct": 31.4,
  "hold_depth": 4,
  "power_frac_comb_pct": 5.5,
  "max_stage_delay_ns": 0.71,
  "crit_arrival_ns": 4.17,
  "logic_family": "multiplexers",
  "finalClockSkew_ns": 0.0293,
  "grt.total_usage_pct": 28.3,
  "fmax_mhz": 265,
  "design.die.area_um2": 90800,
  "mostFrequentLayoutCells": "1056 x edfxtp_1, 1026 x nor2_1, 512 x mux2i_1, 256 x o22ai_1, 127 x buf_4",
  "synth-seq-area-share_pct": 70.8,
  "clk_latency_ns": 0.66,
  "min_period_ns": 3.78,
  "dp_cells": 4432,
  "critPathBufInv": 3,
  "root_buffer": "clkbuf_16",
  "hold_viol": 0,
  "cts_setup_buffers": 0,
  "areaGrowthSynthToFinish_pct": 12.3,
  "ff2ff_setup_slack_ns": 3.64,
  "ys_cells": 3359
}
## worst min-delay path, delay by kind of cell (launching register included)
kind / cells / cell delay (ns)
AND/OR/NAND/NOR: 2 / 0.13
flip-flops: 1 / 0.32
multiplexers: 1 / 0.07
AND-OR/OR-AND: 1 / 0.12
## layout make-up
cell class                      count  area [um2]
Clock buffer                      130        2810
Tap cell                         1165        1460
Timing Repair Buffer              230        2010
Clock inverter                     67         539
Fill cell                        6627       38200
Sequential cell                  1056       31700
Antenna cell                        1        2.50
Multi-Input combinational cell   1981       11800
## metrics by stage
stage	power, mW	hold slack (ns)	utilization (%)
3_5_place_dp	10.1	0.709	53.1
4_1_cts	17.0	0.732	56.9
3_3_place_gp	10.0	0.693	53.1
6_report	16.8	0.718	56.9
2_1_floorplan	9.62	0.651	-
5_1_grt	17.4	0.768	56.9
## logic make-up (layout without fill, tap and decap cells)
| group | after synthesis | count (layout) |
|---|---|---|
| buffers and inverters | 322 | 427 |
| muxes | 512 | 512 |
| and+or+nand+nor | 1213 | 1213 |
| other | 0 | 1 |
| AOI/OAI and AO/OA | 256 | 256 |
| DFF | 1056 | 1056 |
## layer usage
layer	GRT usage, %	routed length, um	up-vias
met3	19.0	18600	189
met5	1.01	62	-
met4	5.86	3200	2
met2	40.7	52500	1546
li1	-	-	12224
met1	38.4	40400	12931
## synthesized netlist by cell type
| library cell | number | area share (%) |
|---|---|---|
| or4_4 | 1 | 0.025 |
| nand3_1 | 4 | 0.045 |
| buf_4 | 5 | 0.084 |
| nor3b_2 | 2 | 0.056 |
| clkbuf_1 | 176 | 1.5 |
| and2_1 | 1 | 0.014 |
| nand4b_2 | 1 | 0.034 |
| buf_1 | 2 | 0.017 |
| nand4_1 | 1 | 0.014 |
| nor2_1 | 1026 | 8.6 |
| nor3_2 | 1 | 0.022 |
| buf_2 | 125 | 1.4 |
| o22ai_1 | 256 | 3.6 |
| nand4b_1 | 3 | 0.059 |
| mux2i_1 | 512 | 11 |
| nor4_1 | 64 | 0.89 |
| nand4bb_1 | 6 | 0.15 |
| nand2_1 | 93 | 0.78 |
| or4b_4 | 1 | 0.031 |
| and3b_1 | 2 | 0.039 |
| buf_6 | 14 | 0.35 |
| edfxtp_1 | 1056 | 71 |
| nor2_2 | 1 | 0.014 |
| nor2b_1 | 2 | 0.028 |
| or4b_1 | 3 | 0.067 |
| and3_1 | 1 | 0.014 |
## worst max path at each step
stage | slack, ns | from | cells after the start | endpoint
after CTS | 1.75 | addr[2] | 6 | rtl.rd_reg[7]
after global routing | 1.51 | addr[4] | 6 | rtl.rd_reg[26]
final | 1.72 | addr[1] | 7 | rtl.rd_reg[10]
## power by group through the flow
stage                 Clock [mW]  Sequential, mW  Combinational, mW
after CTS                   7.06            8.96              0.935
after global routing        7.38            8.97               1.01
final                       6.95            8.96              0.931
No activity file was given, so power comes from the tool's default toggle rates.
