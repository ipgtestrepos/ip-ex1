**run.sh**
```bash
#!/bin/bash
# OpenROAD 26Q1-2900-gdf79404cd8, Yosys 0.63+post, stock flow scripts
make -C /OpenROAD-flow-scripts/flow DESIGN_CONFIG=/design/flow/config.mk WORK_HOME=/design/flow/orfs finish
```
**config.mk**
```make
export PLATFORM = sky130hd
export DESIGN_NAME = spi_master_io
export DESIGN_NICKNAME = spi_master_io
export VERILOG_FILES = /design/flow/design.v
export SDC_FILE = /design/flow/constraint.sdc
export NUM_CORES = 4
export LEC_CHECK = 1
export CORE_UTILIZATION = 50
```
**constraint.sdc**
```tcl
current_design spi_master_io

set clk_period 8.9
set clk_io_pct 0.2

create_clock -name clk0 -period $clk_period [get_ports {clk}]

set non_clock_inputs [all_inputs -no_clocks]
set_input_delay [expr $clk_period * $clk_io_pct] -clock clk0 $non_clock_inputs
set_output_delay [expr $clk_period * $clk_io_pct] -clock clk0 [all_outputs]
```
**design.v**
```verilog
module spi_master_io
  (
   input 	    clk,  
   input 	    nreset,  
   input 	    cpol,  
   input 	    cpha,  
   input 	    lsbfirst,  
   input 	    manual_mode, 
   input 	    send_data,  
   input [7:0] 	    clkdiv_reg,  
   output reg [2:0] spi_state,  
   input [7:0] 	    fifo_dout,  
   input 	    fifo_empty,  
   output 	    fifo_read,  
   output [63:0]    rx_data,  
   output 	    rx_access,  
   output reg 	    sclk,  
   output 	    mosi,  
   input 	    miso        
   );
   reg 		   fifo_empty_reg;
   reg 		   load_byte;
   reg 		   ss_reg;   
   wire [7:0] 	   data_out;
   wire [15:0] 	   clkphase0;
   wire 	   period_match;
   wire 	   phase_match;
   wire 	   clkout;
   wire 	   clkchange;
   wire 	   data_done;
   wire 	   spi_wait;
   wire 	   shift;
   wire 	   spi_active;
   wire 	   tx_shift;
   wire 	   rx_shift;
   assign clkphase0[7:0]  = 'b0;
   assign clkphase0[15:8] = (clkdiv_reg[7:0]+1'b1)>>1;
   oh_clockdiv 
   oh_clockdiv (.clkdiv		(clkdiv_reg[7:0]),
		.clken		(1'b1),	
		.clkrise0	(period_match),
		.clkfall0	(phase_match),	
		.clkphase1	(16'b0),
		.clkout0	(clkout),
		.clkout1	(),
		.clkrise1	(),
		.clkfall1	(),
		.clkstable	(),
		.clkchange	(1'b0),
		.clk			(clk),
		.nreset			(nreset),
		.clkphase0		(clkphase0[15:0]));
   always @ (posedge clk or negedge nreset)
     if(!nreset)
       spi_state[2:0] <=  3'b000;
   else
     case (spi_state[2:0])
       3'b000 : 
	 spi_state[2:0] <= fifo_read   ? 3'b001 :  3'b000;
       3'b001 :
	 spi_state[2:0] <= phase_match ? 3'b010   : 3'b001;       
       3'b010 : 
	 spi_state[2:0] <= data_done   ? 3'b011   : 3'b010;
       3'b011 : 
	 spi_state[2:0] <= phase_match ? 3'b100 : 3'b011;
       3'b100 : 
	 spi_state[2:0] <= phase_match ? 3'b000   : 3'b100;
     endcase  
   assign fifo_read = ~fifo_empty & ~spi_wait & phase_match;
   assign data_done = fifo_empty & ~spi_wait & phase_match;
   always @ (posedge clk)
     load_byte <= fifo_read;
   assign spi_active = ~(spi_state[2:0]==3'b000 | spi_state[2:0]==3'b100);      
   assign ss    = ~((spi_active & ~manual_mode) | (send_data & manual_mode));
   assign tx_shift     = phase_match & (spi_state[2:0]==3'b010);
   oh_par2ser  #(.PW(8),
		 .SW(1))
   par2ser ( 
	    .dout	(mosi),            
	    .access_out	(),
	    .wait_out	(spi_wait),
	    .clk	(clk),
	    .nreset	(nreset),          
	    .din	(fifo_dout[7:0]),  
	    .shift	(tx_shift),           
	    .datasize	(8'd7),            
	    .load	(load_byte),       
	    .lsbfirst	(lsbfirst),        
	    .fill	(1'b0),            
	    .wait_in	(1'b0));           
   assign rx_shift = (spi_state[2:0] == 3'b010) & period_match;
   oh_ser2par #(.PW(64),
		.SW(1))
   ser2par ( 
	    .dout	(rx_data[63:0]),   
	    .din	(miso),            
	    .clk	(clk),             
	    .lsbfirst	(lsbfirst),        
	    .shift	(rx_shift));          
   always @ (posedge clk or negedge nreset)
     if(!nreset)
       ss_reg <= 1'b1;
     else
       ss_reg <= ss;
   assign rx_access = ss & ~ss_reg;
endmodule  
module oh_clockdiv
  #(parameter N             = 2,          
    parameter SYN           = "TRUE",     
    parameter LATCH_TYPE    = "DEFAULT",  
    parameter CLOCKMUX_TYPE = "DEFAULT"   
    )
   (
    input 	 clk,  
    input 	 nreset,  
    input 	 clkchange,  
    input 	 clken,  
    input [7:0]  clkdiv,  
    input [15:0] clkphase0,  
    input [15:0] clkphase1,  
    output 	 clkout0,  
    output 	 clkrise0,  
    output 	 clkfall0,  
    output 	 clkout1,  
    output 	 clkrise1,  
    output 	 clkfall1,  
    output 	 clkstable     
    );
   reg [7:0] counter;
   reg 	     clkout0_reg;
   reg 	     clkout1_reg;
   reg 	     clkout1_shift;
   reg [2:0] period;
   wire      period_match;
   wire [3:0] clk1_sel;
   wire [3:0] clk1_sel_sh;
   wire [1:0] clk0_sel;
   wire [1:0] clk0_sel_sh;
   always @ (posedge clk or negedge nreset)
     if(!nreset)
       period[2:0] <= 'b0;
     else if (clkchange)
       period[2:0] <='b0;
     else if(period_match & ~clkstable)
       period[2:0] <= period[2:0] +1'b1;
   assign clkstable = (period[2:0]==3'b111);
   always @ (posedge clk or negedge nreset)
     if (!nreset)
       counter[7:0]   <= 'b0;
     else if(clken)
       if(period_match)
	 counter[7:0] <= 'b0;
       else
	 counter[7:0] <= counter[7:0] + 1'b1;
   assign period_match = (counter[7:0] == clkdiv[7:0]);
   assign clkrise0     = (counter[7:0] == clkphase0[7:0]);
   assign clkfall0     = (counter[7:0] == clkphase0[15:8]);
   assign clkrise1     = (counter[7:0] == clkphase1[7:0]);
   assign clkfall1     = (counter[7:0] == clkphase1[15:8]);
   always @ (posedge clk or negedge nreset)
     if(!nreset)
       clkout0_reg <= 1'b0;
     else if(clkrise0)
       clkout0_reg <= 1'b1;
     else if(clkfall0)
       clkout0_reg <= 1'b0;
   assign clk0_sel[1] =  (clkdiv[7:0]==8'd0);    
   assign clk0_sel[0] = ~(clkdiv[7:0]==8'd0);
   oh_lat0 #(.N(2),
	     .SYN(SYN),
	     .TYPE(LATCH_TYPE))
   oh_lat0 (.out (clk0_sel_sh[1:0]),
	    .clk (clk),
	    .in  (clk0_sel[1:0]));
   oh_clockmux2 #(.N(1),
		  .SYN(SYN),
		  .TYPE(CLOCKMUX_TYPE))
   oh_clockmux2 (.clkout(clkout0),
		 .en0(clk0_sel[0]),
		 .en1(clk0_sel[1]),
		 .clkin0(clkout0_reg),
		 .clkin1(clk));
   always @ (posedge clk or negedge nreset)
     if(!nreset)
       clkout1_reg <= 1'b0;
     else if(clkrise1)
       clkout1_reg <= 1'b1;
     else if(clkfall1)
       clkout1_reg <= 1'b0;
   always @ (negedge clk)
     clkout1_shift <= clkout1_reg;
   assign clk1_sel[3] =  1'b0;                
   assign clk1_sel[2] = (clkdiv[7:0]==8'd0);  
   assign clk1_sel[1] = (clkdiv[7:0]==8'd1);  
   assign clk1_sel[0] = |clkdiv[7:1];         
   oh_lat0 #(.N(4),
	     .SYN(SYN),
	     .TYPE(LATCH_TYPE))
   latch_clk1 (.out (clk1_sel_sh[3:0]),
	       .clk (clk),
	       .in  (clk1_sel[3:0]));
   assign clk1_sel[3] =  1'b0;                
   assign clk1_sel[2] = (clkdiv[7:0]==8'd0);  
   assign clk1_sel[1] = (clkdiv[7:0]==8'd1);  
   assign clk1_sel[0] = |clkdiv[7:1];         
   oh_clockmux4 #(.N(1),
		  .SYN(SYN),
		  .TYPE(CLOCKMUX_TYPE))
   mux_clk1 (.clkout(clkout1),
	     .en0   (clk1_sel[0]),
	     .en1   (clk1_sel[1]),
	     .en2   (clk1_sel[2]),
	     .en3   (clk1_sel[3]),
	     .clkin0(clkout1_reg),
	     .clkin1(clkout1_shift),
	     .clkin2(clk),
	     .clkin3(1'b0));
endmodule  
module oh_clockmux2
  #(parameter N    = 1,         
    parameter SYN  = "TRUE",    
    parameter TYPE = "DEFAULT"  
    )
   (
    input [N-1:0]  en0,  
    input [N-1:0]  en1,  
    input [N-1:0]  clkin0,  
    input [N-1:0]  clkin1,  
    output [N-1:0] clkout  
    );
   generate
      if(SYN == "TRUE") begin
	 assign clkout[N-1:0] = (en0[N-1:0] & clkin0[N-1:0]) |
				(en1[N-1:0] & clkin1);
      end
      else begin
	 genvar 	     i;
	 for (i=0;i<N;i=i+1) begin
	    asic_clockmux2 #(.TYPE(TYPE))
	    asic_clockmux2( 
			   .clkout	(clkout[N-1:0]),
			   .en0		(en0[N-1:0]),
			   .en1		(en1[N-1:0]),
			   .clkin0	(clkin0[N-1:0]),
			   .clkin1	(clkin1[N-1:0]));
	 end
      end
   endgenerate
endmodule
module oh_clockmux4
  #(parameter N    = 1,         
    parameter SYN  = "TRUE",    
    parameter TYPE = "DEFAULT"  
    )
   (
    input [N-1:0]  en0,  
    input [N-1:0]  en1,  
    input [N-1:0]  en2,  
    input [N-1:0]  en3,  
    input [N-1:0]  clkin0,  
    input [N-1:0]  clkin1,  
    input [N-1:0]  clkin2,  
    input [N-1:0]  clkin3,  
    output [N-1:0] clkout  
    );
   generate
      if(SYN == "TRUE") begin
	 assign clkout[N-1:0] = (en0[N-1:0] & clkin0[N-1:0]) |
				(en1[N-1:0] & clkin1[N-1:0]) |
				(en2[N-1:0] & clkin2[N-1:0]) |
				(en3[N-1:0] & clkin3[N-1:0]);
      end
      else begin
	 genvar 	     i;
	 for (i=0;i<N;i=i+1) begin
	    asic_clockmux4 #(.TYPE(TYPE))
	    asic_clockmux4( 
			   .clkout	(clkout[N-1:0]),
			   .en0		(en0[N-1:0]),
			   .en1		(en1[N-1:0]),
			   .en2		(en2[N-1:0]),
			   .en3		(en3[N-1:0]),
			   .clkin0	(clkin0[N-1:0]),
			   .clkin1	(clkin1[N-1:0]),
			   .clkin2	(clkin2[N-1:0]),
			   .clkin3	(clkin3[N-1:0]));
	 end
      end
   endgenerate
endmodule
module oh_lat0
  #(parameter N    = 1,         
    parameter SYN  = "TRUE",    
    parameter TYPE = "DEFAULT"  
    )
   (input 	   clk,  
    input [N-1:0]  in,   
    output [N-1:0] out   
     );
   genvar i;
   generate
      if(SYN == "TRUE") begin
	 reg [N-1:0]      out_reg;
	 always @ (clk or in)
	   if (!clk)
	     out_reg[N-1:0] <= in[N-1:0];
	 assign out[N-1:0] = out_reg[N-1:0];
      end
      else begin
	 for (i=0;i<N;i=i+1) begin
	    asic_lat0 #(.TYPE(TYPE))
	    asic_lat0 (.clk(clk),
		       .in(in[i]),
		       .out(out[i]));
	 end
      end
   endgenerate
endmodule  
module oh_par2ser #(parameter PW = 32,  
		    parameter SW = 1,   
		    parameter CW = $clog2(PW/SW)   
		    )
   (
    input 	    clk,  
    input 	    nreset,  
    input [PW-1:0]  din,  
    output [SW-1:0] dout,  
    output 	    access_out, 
    input 	    load,  
    input 	    shift,  
    input [7:0]     datasize,  
    input 	    lsbfirst,  
    input 	    fill,  
    input 	    wait_in,  
    output 	    wait_out  
    );
   reg [PW-1:0]    shiftreg;
   reg [CW-1:0]    count;
   wire 	   start_transfer;
   wire 	   busy;
   assign start_transfer = load &  ~wait_in & ~busy;
   always @ (posedge clk or negedge nreset)
     if(!nreset)
       count[CW-1:0] <= 'b0;
     else if(start_transfer)
       count[CW-1:0] <= datasize[CW-1:0];   
     else if(shift & busy)
       count[CW-1:0] <= count[CW-1:0] - 1'b1;
   assign busy = |count[CW-1:0];
   assign access_out = busy;
   assign wait_out  = wait_in | busy;
   always @ (posedge clk or negedge nreset)
     if(!nreset)
       shiftreg[PW-1:0] = 'b0;
     else if(start_transfer)
       shiftreg[PW-1:0] = din[PW-1:0];
     else if(shift & lsbfirst)
       shiftreg[PW-1:0] = {{(SW){fill}}, shiftreg[PW-1:SW]};
     else if(shift)
       shiftreg[PW-1:0] = {shiftreg[PW-SW-1:0],{(SW){fill}}};
   assign dout[SW-1:0] = lsbfirst ? shiftreg[SW-1:0] :
			            shiftreg[PW-1:PW-SW];
endmodule  
module oh_ser2par #(parameter PW = 64,  
		    parameter SW = 1,    
		    parameter CW = $clog2(PW/SW)   
		    )
   (
    input 		clk,  
    input [SW-1:0] 	din,  
    output reg [PW-1:0] dout,  
    input 		lsbfirst,  
    input 		shift       
    );
   reg [CW-1:0]    count;
   wire [PW-1:0]   shiftdata;
   always @ (posedge clk)
     if(shift & lsbfirst)
       dout[PW-1:0] <= {din[SW-1:0],dout[PW-1:SW]};
     else if(shift)
       dout[PW-1:0] <= {dout[PW-SW-1:0],din[SW-1:0]};
endmodule  
```
==> git commit body <==
Add synthesis and place-and-route results

- The worst-case reg-to-reg setup slack stands at around 6.5 ns.
- Main combinational cell family by area after synthesis: multiplexers
* Final number of setup-violating endpoints: 0
* CP endpoint: fifo_read
- The clock drives roughly 88 sinks.
* Synth Register Bits: between 80 and 90
* Post-detailed-route via-to-cell ratio: approximately 5.5
* Post-CTS setup-driven buffer insertion count: 0
* Clock Pin Slew Worst Setup and Hold Paths: roughly 0.08 ns
* First DRT Iteration DRCs: roughly 110
- GRT Overall Usage: 0.190
* Portion of total power attributed to sequential cells: 0.497
* CP startpoint kind: input port
* Count of buffers inserted at the top-level ports: 92
- The final timing report gives a worst setup slack of 2.54 ns.
- Pin count of the biggest net entering global routing: around 65
- Maximum capacitance violations: 0
- Tightest Hold Check Type: reg2reg
- Per the OpenROAD floorplan log, the area of the die is 9410 um2.
* Worst-Margin Slew: about 0.83 ns
- The number of gates resized after CTS was 0.
- Endpoint kind of the worst setup timing path: output port
- The power report lists cell-internal power as roughly 0.81 mW.
* Synth warnings: 8
- Switching share of power: 0.294
- Peak fanout along the critical path: 10
* Number of I/O pins: between 90 and 100
- Std-Cell Rows: 34
- Counting flops with a built-in enable in the synthesized netlist gives between 60 and 70.
- The share of the core area taken by cells at floorplan is 0.517.
- Derived from the worst setup path, the maximum achievable clock frequency is 157 MHz.
- The OpenROAD report gives the critical path a required time of between 7 and 8 ns.
* Power Dens Cells: approximately 200 nW/um2
- Mux area share: 0.179
- Weighted congestion at the end of routability-driven global placement: roughly 0.85
- Synthesized cell area: around 4500 um2
- Register with the highest flop count: ser2par.dout
* Proportion of layout cells with a drive suffix above 1: 0.138
- Beginning of the worst register-to-register path: oh_clockdiv.counter[1]
- Setup slack on the worst path after placement came out at 2.60 ns.
- Yosys reported that registers with async set or reset make up 0.261.
- Data on the critical path arrives at its endpoint at around 4.6 ns.
- Setup clock skew after layout: around 0.01 ns
- Number of antenna violations at the first check in global routing: 0
- Seq/Total Area, Yosys: 0.558
- Before antenna repair, the detailed router went through 5 iterations.
* Sw power: roughly 0.34 mW
- For this design, Yosys synthesis ends with a cell count of between 300 and 400.
* Number of DRC violations after detailed routing: 0
- Die Ht: ~97 um
- Post-synthesis average cell area: roughly 14 um2
- The routed design could run at a clock period as short as around 6.4 ns.
* Relative contribution of the clock network to total power: 0.265
* Final ANT Viol Nets: 0
* Core region area: about 8700 um2
- Post-synth top flop: sky130_fd_sc_hd__edfxtp_1
- Final Hold Fails: 0
- The first global-routing pass estimated ~14000 um of wire.
- The stat command in Yosys gives a chip area of 4510 um2.
* Tally of OpenROAD warnings: 30
* Power share of the combinational group: 0.238
* Synth Area in Compound Gates: 0.0779
* Leftover overflow at the end of global routing: 0
- Maximum count of clock buffers along a single path: 2
- Flip-flop count of the largest register, all copies and words added: around 64
- STA lists the endpoint of the worst register-to-register path as ser2par.dout[0].
- Clk root buf: sky130_fd_sc_hd__clkbuf_8
- DPL Wire Length: around 5400 um
- In the setup report, the worst path falls into the class in2out.
- Between the synthesized netlist and the finished layout, the area growth was recorded as 25.4%.
* CTS tree: done
* Setup_tns: 0 ns
- In the finished design, the share of the clock period the worst path needs comes to 0.714.
- The cell-mix breakdown from Yosys lists the XOR/XNOR area share as 0.0444.
* Slew Limit Headroom: 0.445
- Detailed routing inserted a total of approximately 2800 vias.
- The via count of the first global-routing pass is 2660.
- Status: completed
- The worst-case IR drop observed on VDD is 0.139 mV.
* Chip width: ~97 um
* Worst Reg2Reg Path Length in Cells: 6
* Critical Path Start: clkdiv_reg[1]
* Insertion delay to the later sink of the worst-skew pair: between 0.3 and 0.4 ns
- Aggregate routed wire length: 8410 um
* Post-Synth Simple-Gate Area: 0.0843
- 0 antenna diodes ended up in the layout.
* Level count of the clock H-tree: 3
- Counting distinct cell types in the post-synthesis netlist gives 56.
- Detailed-route wire length per cell: about 16 um
* Number of clock buffers inserted by TritonCTS: 9
- In the synthesized netlist, the number of instances is around 320.
* RSZ-0062 raised after global routing: false
- The final timing report lists a max-slew violation count of 0.
- CTS hold repair buffers: 0
- The analysis attributes to cell leakage a power of 1.97 nW.
- Post-synthesis adder-cell area fraction: 0.0139
- FILL cells: around 650
critical path, stage by stage:
cell and delay, ns:
sky130_fd_sc_hd__clkdlybuf4s50_1 0.60, sky130_fd_sc_hd__ha_1 0.30, sky130_fd_sc_hd__nand2_1 0.10, sky130_fd_sc_hd__and3b_1 0.25
sky130_fd_sc_hd__o2111ai_2 0.15, sky130_fd_sc_hd__or2_1 0.45, sky130_fd_sc_hd__nor4_1 0.40, sky130_fd_sc_hd__clkdlybuf4s50_1 0.54
area by class of cell:
class / count / area, um2 / share of cell area
Inverter: 7 / 26.3 / 0.00464
Timing Repair Buffer: 96 / 951 / 0.168
Multi-Input combinational cell: 207 / 1810 / 0.320
Tap cell: 108 / 135 / 0.0239
Sequential cell: 88 / 2520 / 0.445
Clock buffer: 9 / 124 / 0.0219
Clock inverter: 6 / 93.8 / 0.0166
synthesized netlist by cell type (all sizes together) (2+ instances only):
cell	count	share of area
nor3	4	0.0055
nor2b	2	0.0028
dfrtp	22	0.12
nor2	16	0.013
o41ai	6	0.022
nand4	7	0.0097
o21ai	10	0.011
xor2	9	0.017
o31ai	3	0.0061
buf	13	0.021
and3	5	0.0069
mux2	70	0.17
nand3	6	0.0094
nand2b	3	0.0042
inv	7	0.0058
edfxtp	64	0.43
a31oi	3	0.0042
nand2	10	0.0089
and2	4	0.0061
xnor2	13	0.027
and3b	2	0.0039
ha	5	0.014
o21a	2	0.0033
clkbuf	5	0.0086
a31o	2	0.0039
a21oi	10	0.011
mux2i	2	0.0044
placed cells by master (no fill, tap or decap), types with 4 or more instances in the layout:
cell                              instances
sky130_fd_sc_hd__mux2_1                  51
sky130_fd_sc_hd__mux2_2                  19
sky130_fd_sc_hd__inv_1                    6
sky130_fd_sc_hd__a21oi_1                 10
sky130_fd_sc_hd__ha_1                     5
sky130_fd_sc_hd__xnor2_1                 12
sky130_fd_sc_hd__dfrtp_1                 22
sky130_fd_sc_hd__clkdlybuf4s50_1         92
sky130_fd_sc_hd__clkbuf_8                 9
sky130_fd_sc_hd__nand2_1                  9
sky130_fd_sc_hd__nor2_1                  16
sky130_fd_sc_hd__xor2_1                   9
sky130_fd_sc_hd__nand4_1                  7
sky130_fd_sc_hd__edfxtp_1                64
sky130_fd_sc_hd__o41ai_2                  6
sky130_fd_sc_hd__o21ai_1                  7
sky130_fd_sc_hd__and3_1                   4
sky130_fd_sc_hd__buf_4                    4
sky130_fd_sc_hd__nand3_1                  5
logic make-up (layout without fill, tap and decap cells):
kind of cell / count (synthesis) / count (layout)
and+or+nand+nor: 66 / 66
muxes: 72 / 72
adders and majority gates: 5 / 5
buffers and inverters: 27 / 118
other: 1 / 1
xor gates and xnor gates: 22 / 22
DFF: 88 / 88
AOI/OAI and AO/OA: 41 / 41
power groups by stage:
stage,Sequential (mW),Clock (mW),Combinational (mW)
6_report,0.570,0.304,0.272
4_1_cts,0.571,0.317,0.274
5_1_grt,0.582,0.331,0.302
how the worst min path moves through the flow:
stage	from	to	slack (ns)	cells past startpoint
after CTS	par2ser.count[0]	par2ser.count[0]	0.53	1
final	par2ser.count[0]	par2ser.count[0]	0.53	1
after global routing	par2ser.count[0]	par2ser.count[0]	0.54	1
through the flow:
stage | power (mW) | cell area [um2] | util | cells | hold slack, ns
CTS | 1.16 | 5660 | 0.649 | 521 | 0.530
detailed placement | 0.850 | 5440 | 0.624 | 506 | 0.510
global placement | 0.846 | 5440 | 0.624 | 506 | 0.498
global route | 1.22 | 5660 | 0.649 | 521 | 0.541
floorplan | 0.774 | 4510 | - | 322 | 0.485
finish | 1.15 | 5660 | 0.649 | 521 | 0.527
per-layer routing:
metal  vias up  track usage  part of all wire
li1       1372            -                 -
met4         0       0.0241            0.0086
met5         -            0                 0
met2        87        0.270              0.45
met3         6       0.0449             0.060
met1      1379        0.335              0.48
Power figures rest on the tool's default switching activity, not on a simulated workload.
